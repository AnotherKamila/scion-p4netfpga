### flow/run.sh
#!/bin/bash
# OpenROAD 26Q1-2900-gdf79404cd8, Yosys 0.63+post, stock flow scripts
make -C /OpenROAD-flow-scripts/flow DESIGN_CONFIG=/design/flow/config.mk WORK_HOME=/design/flow/orfs finish
### flow/config.mk
export PLATFORM = sky130hd
export DESIGN_NAME = sume_to_sdnet
export DESIGN_NICKNAME = sume_to_sdnet
export VERILOG_FILES = /design/flow/design.v
export SDC_FILE = /design/flow/constraint.sdc
export NUM_CORES = 4
export LEC_CHECK = 1
export CORE_AREA = 10 10 70 70
export DIE_AREA = 0 0 80 80
### flow/constraint.sdc
current_design sume_to_sdnet

set clk_period 1.5
set clk_io_pct 0.2

create_clock -name clk0 -period $clk_period [get_ports {axis_aclk}]

set non_clock_inputs [all_inputs -no_clocks]
set_input_delay [expr $clk_period * $clk_io_pct] -clock clk0 $non_clock_inputs
set_output_delay [expr $clk_period * $clk_io_pct] -clock clk0 [all_outputs]
### flow/design.v
`timescale 1ns / 1ps
module sume_to_sdnet (
input                               axis_aclk,
input                               axis_resetn,
input                               SUME_axis_tvalid,
input                               SUME_axis_tlast,
input                               SUME_axis_tready,
output reg                          SDNet_tuple_VALID,
output                              SDNet_axis_TLAST
);
reg [1:0]   state;
reg [1:0]   state_next;
wire [1:0] state_debug = state;
localparam FIRST = 0;
localparam WAIT = 1; 
always @(*) begin
   state_next = state;
   SDNet_tuple_VALID = 0;
   case(state)
     FIRST: begin
         if (SUME_axis_tvalid & SUME_axis_tready) begin
             SDNet_tuple_VALID = 1;
             state_next = WAIT;
         end
     end
     WAIT: begin
         if (SUME_axis_tvalid & SUME_axis_tlast & SUME_axis_tready) begin
             state_next = FIRST;
         end
     end  
   endcase  
end  
always @(posedge axis_aclk) begin
   if(~axis_resetn) begin
      state <= FIRST;
   end
   else begin
      state <= state_next;
   end
end
assign SDNet_axis_TLAST = SUME_axis_tvalid & SUME_axis_tlast;
endmodule  
==> flow_metrics.tcl <==
# implementation run metrics
set metrics [dict create \
    status "finished, final reports clean" \
    cp-startpoint "state[0]$_DFF_P_" \
    synth_seq_share_pct 37.6 \
    crit_family "buffers and inverters" \
    largest_reg_flops 2 \
    p_int_mw 0.171 \
    avgSynthCellArea_um2 10.6 \
    drc 0 \
    drive_gt1_share_pct 59.1 \
    p_leak_nw 0.0946 \
    reg_top3 "state x2" \
    ys_types 9 \
    numCtsBuffers 3 \
    post_synth_instance_area_um2 106 \
    grt_max_degree 5 \
    synth-seq-cells 2 \
    setup_violations 0 \
    rsz0062_at_grt "false" \
    regMostFlops "state" \
    wl_per_cell_um 6.24 \
    areaGrowthSynthToFinish_pct 148 \
    report.final.slew_viol_count 0 \
    drv_cap 0 \
    hold_viol_final 0 \
    wl_um 424 \
    clk_latency_ns 0.22 \
    holdPathStages 3 \
    clk_pin_slew_worst_paths_ns 0.03 \
    path_buffers 1 \
    die-width_um 80 \
    num_rows 21 \
    hpwlAfterDp_um 362 \
    hold_start "SUME_axis_tvalid" \
    worstReg2RegStart "state[0]$_DFF_P_" \
    fin_crit_ns 1.46 \
    vias_per_cell 1.84 \
    grt_overflow_total 0 \
    critPathMaxStageDelay_ns 0.45 \
    yosysChipArea_um2 106 \
    port_buffers 6 \
    max_slew_margin_pct 90.4 \
    post-route-util_pct 7.73 \
    endpoint_kind "primary output" \
    cp_max_fo 2 \
    fp-utilization_pct 3.11 \
    grt_pass1_wl_um 621 \
    hold_buffers 0 \
    clock_skew_ns 0.00156 \
    seqPwrFrac_pct 27.7 \
    cts_tree "built" \
    cp.depth 2 \
    fmax_mhz 685 \
    switching_share_pct 20.5 \
    yosys_warnings 1 \
    powerDensity_nw_per_um2 815 \
    die_h_um 80 \
    fill_cells 414 \
    drt_pass1_iterations 4 \
    gp_congestion 0.657 \
    warning_count 25 \
    worstHoldPathType "in -> reg" \
    ctsRootBufferMaster "clkbuf_4" \
    crit_type "reg -> out" \
    die_area_um2 6400 \
    critPathArrivalTime_ns 1.16 \
    pwr-share-comb_pct 16.7 \
    setup_tns_ns 0 \
    power.switching_mw 0.0440 \
    clock-sinks 2 \
    crit_required_ns 1.20 \
    power.share.clock_pct 55.6 \
    num_vias 125 \
    grt_pass1_vias 129 \
    drt_iter0_drc 3 \
    ioPinCount 7 \
    start_kind "flip-flop" \
    final_cell_mix "3 x clkbuf_4, 3 x clkdlybuf4s50_1, 3 x buf_4" \
    diodes 0 \
    synth_cells 10 \
    drtAntennaViolNets 0 \
    antenna_found_initial 0 \
    finalCritPeriodShare_pct 97.4 \
    core-area_um2 3420 \
    reg2reg_depth 3 \
    clock_path_buffers 2 \
    worst_pin_slew_ns 0.144 \
    vdd_ir_drop_max_v 0.0000751 \
    crit_path_top_delay_cell "clkdlybuf4s50_1" \
    cts.htree.levels 1 \
    grt_use_total_pct 1.41 \
    crit_chain "and3_4, clkdlybuf4s50_1" \
    ys_cells 10 \
]
worst reg2reg max path, stage by stage (launching register included):
cell       delay [ns]
dfxtp_2          0.30
and3_4           0.17
buf_4            0.13
o2bb2ai_2        0.10
cell usage after synthesis:
| cell type | n | area share (%) |
|---|---|---|
| and2_2 | 1 | 7.1 |
| o2bb2ai_2 | 1 | 14 |
| and3_4 | 1 | 11 |
| and3_2 | 1 | 7.1 |
| dfxtp_1 | 2 | 38 |
| nand4_1 | 1 | 5.9 |
| a21bo_2 | 1 | 9.4 |
| nand3_1 | 1 | 4.7 |
| nand2_1 | 1 | 3.5 |
final cells by class:
| cell class | count | area (um2) | area share (%) |
|---|---|---|---|
| Timing Repair Buffer | 9 | 76.3 | 28.9 |
| Sequential cell | 2 | 41.3 | 15.6 |
| Tap cell | 46 | 57.6 | 21.8 |
| Multi-Input combinational cell | 8 | 66.3 | 25.1 |
| Clock buffer | 3 | 22.5 | 8.53 |
power groups by stage:
stage / clock [mW] / sequential, mW / combinational [mW]
5_1_grt: 0.131 / 0.0599 / 0.0395
4_1_cts: 0.130 / 0.0592 / 0.0369
6_report: 0.120 / 0.0596 / 0.0359
cells by family after synthesis:
family,count (synthesis),synth area share (%)
compound gates,2,23.5
flops,2,37.6
simple gates,6,38.8
metal layers:
| layer | vias up | track usage, % | part of all wire [%] |
|---|---|---|---|
| met2 | 7 | 1.44 | 40 |
| li1 | 62 | - | - |
| met1 | 56 | 1.59 | 39 |
| met4 | 0 | 0.704 | 0 |
| met3 | 0 | 1.70 | 21 |
| met5 | - | 0 | 0 |
stage by stage:
stage | cells | setup WS (ns) | area (um2) | hold WS [ns] | total power [mW]
after global placement | 65 | -0.280 | 246 | 0.459 | 0.0986
after floorplan | 10 | 0.734 | 106 | 0.372 | 0.0712
after global routing | 68 | 0.00257 | 264 | 0.421 | 0.230
after detailed placement | 65 | -0.275 | 246 | 0.464 | 0.0994
final | 68 | 0.0396 | 264 | 0.396 | 0.215
after CTS | 68 | 0.00685 | 267 | 0.468 | 0.226
path summary, 6_finish.rpt:
| kind | slack [ns] | to |
|---|---|---|
| worst max-delay path | 0.04 | SDNet_tuple_VALID |
| worst min-delay path | 0.40 | state[0]$_DFF_P_ |
| worst max register to register | 0.69 | state[1]$_DFF_P_ |
| worst min register to register | 0.47 | state[1]$_DFF_P_ |
repair_timing:
item	4_1_cts	5_1_grt
setup endpoints to repair	2	1
pin swaps	0	0
gates resized	4	3
setup buffers	0	0
No activity file was given, so power comes from the tool's default toggle rates.
